### /design/flow/design.v
`timescale 1ns / 1ps
module microprocessor(clk,ldi,write_enable,read_enable,st);
wire[4:0] address;
wire[7:0] data_in;
wire [2:0] opcode;
wire [3:0] flag;
output wire write_enable,read_enable,ldi;
wire re;
output wire st;
wire ia;
input wire clk;
wire[7:0] out;
reg[7:0] ram[0:31];
initial begin
ram[0] = 5;     
ram[1] = 3;		 
end
reg[7:0] in;
cu C(clk,address,data_in,write_enable,read_enable,opcode,ldi,st,ia,flag,re);
eu E(address,data_in,write_enable,read_enable,opcode,ldi,out,st,ia,flag,re,in);
   always @(*) begin
	     if(read_enable&re) begin
				in = ram[address];
		   end
        if (write_enable&st) begin
            ram[address] = out;
        end
   end
endmodule
module cu(clk,address,data_in,write_enable,read_enable,opcode,ldi,st,ia,flag,re);
input wire clk;
output wire[4:0] address;
output wire[7:0] data_in;
input wire[3:0] flag;
output [2:0] opcode;
output wire write_enable,read_enable,ldi,st,ia,re;
wire[4:0] pc;
wire [4:0] pcaddr;
wire[27:0] inst;
wire pcout;
pccounter pcc(clk,pcout,pc,pcaddr);
instrdecoder id(inst,clk,address,data_in,write_enable,read_enable,opcode,ldi,st,ia,pcout,pcaddr,flag,re);
progmemory pm(clk,pc,inst);
endmodule
module pccounter(clk,pcout,pc,pcaddr);
input wire pcout,clk;
input wire[4:0] pcaddr;
output reg[4:0] pc;
initial begin
 pc = 0;
end
 always@(posedge (pcout)) begin
   if(pcaddr == 5'b11111)
	 pc = pc + 1;
	else
	 pc = pcaddr;
 end
endmodule
module instrdecoder(inst,clk,address,data_in,write_enable,read_enable,opcode,ldi,st,ia,pcout,pcaddr,flag,re);
input wire clk;
input wire[3:0] flag;
output reg pcout;
output reg [4:0] address,pcaddr;
output reg [7:0] data_in;
output reg [2:0] opcode;
output reg write_enable,read_enable,ldi,st,ia,re;
input wire[27:0] inst;
reg[3:0] s0,s1,s2,s3,s4,s5,s6,s7,state;
initial begin
 pcout = 0;
 s0 = 3'b000;
 s1 = 3'b001;
 s2 = 3'b010;
 s3 = 3'b011;
 s4 = 3'b100;
 s5 = 3'b101;
 s6 = 3'b110;
 s7 = 3'b111;
 state = s0;
 pcaddr = 5'b11111;
end
 always @(posedge(clk))
  begin
    ia = 0;write_enable = 0;read_enable = 0 ; ldi  = 0; st = 0;re=0;
	 if(state == s6)
		  state = s7;
		if(state == s5)
		  state = s6;
		if(state == s4)
		  state = s5;
	   if(state == s3)
		  state = s4;
		if(state == s2)
		  state = s3;	
		if(state == s1)
		  state = s2;
		if(state == s0) begin
		pcaddr = 5'b11111;
		  pcout = 0;
		  state = s1;
		  end
    case (inst[27:24])
      4'b0000  :      
		 begin
		   if (state == s1) begin
		   address = inst[23:16];
			read_enable = 1;
			write_enable = 0;
			end
			if(state == s2) begin
			address = inst[15:8];
			read_enable = 0;
			write_enable = 1;
			state = s0;
			pcout = 1;
			end
		 end
		 4'b0001  :     
		 begin
		   if(state == s1) begin
		   address = inst[23:16];
			data_in = inst[15:8];
			read_enable = 0;
			write_enable= 0;
			ldi = 1;
			st = 0;
			end
			if(state == s2) begin
			ldi = 0;
			write_enable = 1;
			state = s0;
			pcout = 1;
			end
		 end
		 4'b0010  :     
		 begin
		   if(state == s1) begin
		   address = inst[23:16];
			read_enable = 1; 
			write_enable = 0;
			ldi = 0;
			st = 1;
			end
			if(state == s2) begin
			st = 1;
			address = inst[15:8];
			write_enable = 1;
			read_enable = 0;
			pcout = 1;
			state = s0;
			end
		 end
		 4'b0011  :     
		 begin
			if(state == s1) begin
		   address = inst[23:16];
			read_enable = 1; 
			write_enable = 0;
			end
			if(state == s2) begin
			read_enable = 0;
			ia = 1;
			end
			if(state == s3) begin
			data_in = inst[15:8];
			ia = 1;
			ldi = 1;
			end
			if(state == s4) begin
			ldi = 0;
			ia = 1;
			write_enable = 1;
			end
			if(state == s5) begin
			ia = 0;
			write_enable = 0;
			pcout = 1;
			state = s0;
			end
		 end
		endcase
		 if (inst[27:26] == 2'b01)     
		  begin
		   if(state == s1) begin
		     if(flag[inst[25:24]] == 1'b1)
			   begin
				  pcaddr = inst[23:16];
				end
			  else begin
			    pcaddr = inst[15:8];
			  end
			end
			if(state == s2) begin
			pcout = 1;
			state = s0;
			end
		  end
		 if (inst[27])    
		  begin
		   if(inst[27:24] == 4'b1111) begin    
			  state = s7;
			  pcout = 0;
			end
			else if(inst[27:24] == 4'b1110) begin    
			   if(state == s1) begin
				address = inst[23:16];
				write_enable = 0;
				read_enable = 1;
				re = 1;
				end
				if(state == s2) begin
				address = inst[15:8];
				write_enable = 1;
				re = 1;
				end
				if(state == s3) begin
				pcout = 1;
				state = s0;
				end
			end
			else begin	 
		   if(state == s1) begin
		   write_enable = 0;
		   read_enable = 1;
			address = inst[23:16];
			end
			if(state == s2) begin
			read_enable = 0; write_enable = 1; address = 4'b0000;
			end
			if(state == s3) begin
			read_enable = 1; write_enable = 0; address = inst[15:8];
			end
			if(state == s4) begin
			read_enable = 0; write_enable = 1; address = 4'b0001;
			end
			if(state == s5) begin
			write_enable = 0;
			opcode = inst[26:24];
			end
			if(state == s6) begin
			read_enable = 1;address = 4'b0010;
			end
			if(state == s7) begin
			read_enable = 0; write_enable = 1; address = inst[7:0];
			pcout = 1;
			state = s0;
			end
			end
		  end
  end
endmodule
module eu(address,data_in,write_enable,read_enable,opcode,ldi,out,st,ia,flag,re,in);
input wire[4:0] address;
input wire[7:0] data_in,in;
input [2:0] opcode;
input write_enable,read_enable,ldi,st,ia,re;
output reg [7:0] out;
output reg [3:0] flag;
wire[7:0] a0,a1;
wire [7:0] a2;
wire [3:0] fl;
reg [7:0] memory [0:31];
reg [7:0] bus;
reg [4:0] addressbus;
assign a0 = memory[0];
assign a1 = memory[1];
alu a(a0,a1,a2,opcode,fl);
    always @(*) begin
	   if(!ia) begin
			addressbus = address;
		end
		if(ldi&!st) begin
				bus = data_in;
			end
			if(write_enable&!st&re) begin
				memory[address] = in;
			end
        if (write_enable&!st&!re) begin
            memory[addressbus] = bus;
        end
		  if (read_enable&!st&!re) begin
		     bus = memory[addressbus];
		  end
		  if (read_enable&st&!re) begin
		     out = memory[addressbus];
		  end
		  if (ia&!ldi&!read_enable&!write_enable) begin
			  addressbus = bus;
		  end
		   memory[2] = a2;
			flag <= fl;
    end
endmodule
module alu(a0,a1,a2,opcode,fl);
   input wire[7:0] a0, a1;
	input wire [2:0] opcode;
   output wire [7:0] a2;
	output wire [3:0] fl;
	reg[3:0] flag;
	reg[7:0] res,ctr;
   always @(*)
  begin
    case (opcode)
      3'b000  : begin 
						res = a0 + a1;
						if(res < a0 | res < a1) begin
							flag = 4'b0001;
						end
						else if(res == 0) begin
							flag = 4'b0100;
						end
						else begin
							flag = 4'b0000;
						end
					 end
      3'b001  : begin 
						res = a0 - a1;
						if(a1 > a0) begin
							flag = 4'b0010;
						end
						else if(res == 0) begin
						   flag = 4'b0100;
						end
						else begin
							flag = 4'b0000;
						end
					 end
		3'b010  : begin 
						res = a0 & a1;
						if(res == 0) begin
							flag = 4'b0100;
						end
						else begin
							flag = 4'b0000;
						end						  
					 end
		3'b011  : begin 
						res = a0 | a1;
						if(res == 0) begin
							flag = 4'b0100;
						end
						else begin
							flag = 4'b0000;
						end						  
					 end
		3'b100  : begin 
						res = a0 << a1;
						if(res < (a0 << (a1-1) ) ) begin
							flag = 4'b0001;
						end
					 end
		3'b101  :  begin 
						ctr = a0 >> (a1-1);
						res = a0 >> a1;
						if(ctr[0] == 1'b1 ) begin
							flag = 4'b1000;
						end
					 end 
		default : res = a2;
    endcase
  end
	assign a2 = res;
	assign fl = flag;
endmodule
`timescale 1ns / 1ps 
 module progmemory(clk, pc, inst); 
 	reg[27:0] pmemory[0:31]; output reg[27:0] inst; input wire[4:0]pc; input wire clk; initial begin 
pmemory[0]=28'b1110_00000000_00000100_00000000;
pmemory[1]=28'b1110_00000001_00000101_00000000;
pmemory[2]=28'b0001_00011111_00000001_00000000;
pmemory[3]=28'b1001_00000101_00011111_00000101;
pmemory[4]=28'b0001_00000111_00000000_00000000;
pmemory[5]=28'b0000_00000100_00001000_00000000;
pmemory[6]=28'b0000_00000100_00000110_00000000;
pmemory[7]=28'b1000_00000111_00001000_00000111;
pmemory[8]=28'b0001_00011111_00000001_00000000;
pmemory[9]=28'b1001_00000110_00011111_00000110;
pmemory[10]=28'b0110_00001011_00000111_00000000;
pmemory[11]=28'b0000_00000111_00001000_00000000;
pmemory[12]=28'b0001_00000111_00000000_00000000;
pmemory[13]=28'b0001_00011111_00000001_00000000;
pmemory[14]=28'b1001_00000101_00011111_00000101;
pmemory[15]=28'b0110_00010000_00000110_00000000;
pmemory[16]=28'b0010_00001000_00000101_00000000;
pmemory[17]=28'b1111_11111111_11111111_11111111;
end 
 		always @(*) begin 
 		inst = pmemory[pc]; end 
 endmodule 
### /design/flow/run.sh
#!/bin/bash
# OpenROAD 26Q1-2900-gdf79404cd8, Yosys 0.63+post, stock flow scripts
make -C /OpenROAD-flow-scripts/flow DESIGN_CONFIG=/design/flow/config.mk WORK_HOME=/design/flow/orfs finish
### /design/flow/config.mk
export PLATFORM = sky130hd
export DESIGN_NAME = microprocessor
export DESIGN_NICKNAME = microprocessor
export VERILOG_FILES = /design/flow/design.v
export SDC_FILE = /design/flow/constraint.sdc
export NUM_CORES = 4
export LEC_CHECK = 1
export CORE_UTILIZATION = 50
### /design/flow/constraint.sdc
current_design microprocessor

set clk_period 3.1
set clk_io_pct 0.2

create_clock -name clk0 -period $clk_period [get_ports {clk}]

set non_clock_inputs [all_inputs -no_clocks]
set_input_delay [expr $clk_period * $clk_io_pct] -clock clk0 $non_clock_inputs
set_output_delay [expr $clk_period * $clk_io_pct] -clock clk0 [all_outputs]
==> notes.md <==
run results: Pre-antenna DRT Iters=6, tool warnings=about 46, All-Layer GR Usage=0.4786, hold depth=2, vias in the first global route=around 25000, combinational share of power=0.440, fp util=0.5083, Startpoint Class=flip-flop, Leakage=approximately 0.011 uW, largest area contributor in the netlist=dlxtn_1, Post-DRT Antenna Nets=0, Buffers on Ports=4, # IOs=5, Max clock buf depth=2, Via density=between 7 and 8, unrepaired setup endpoints after global routing=false, Distinct cells, synth=110, Root Driver=clkbuf_16, Post-synth EDFFs=9, Synth top area share=0.3101, Critical Path End Type=flip-flop, post-CTS resize count=0, Synth top cell by count=dlxtn_1, H-Tree Depth=2, num rows=82, yosys cell count=between 3000 and 4000, Congestion Overflow GR=0, Yosys Chip Area=about 26000 um^2, Worst Path Arrival=~2.7 ns, status=finished with violations, WL/cell=about 33 um, Hold WC Path Type=flip-flop to flip-flop, DRT Wirelength=about 120 mm, routability cong.=1.164, pwr/cell area=74.15 nW/um^2, Max IR drop VDD=between 200 and 250 uV, Max Freq=about 400 MHz, Clock Skew=0.003565 ns, CTS clk-pin slew, worst paths=approximately 0.05 ns, Area Growth Syn to Fin=3.982%, sw power=approximately 800 uW, WP data required=3.32 ns, gate count of the mapped netlist=about 3100, Internal=1181 uW, Yosys warning count=6190, asr flop ratio synth=0, synthesized area=roughly 26000 um^2, WHS=slightly below 0.5 ns, Late-Pin Clk Latency=between 0.2 and 0.3 ns, post-layout minimum cycle time=about 2.5 ns, Syn Area/Cell=~8 um^2, DRC Markers=0, Post-synth top flop=dlxtn_1, initial antenna violation count=4, Slew Limit Fails=2, R2R depth=8, die span in y=roughly 230 um, commonest cells in the synthesized netlist=dlxtn_1, a21oi_1, nor2_1, mux2i_1, nand2_1, worst-path fanout max=15, register pins left without a clock=550, TritonCTS clock tree=done, global-route wire length before repair=between 150 and 200 mm, Sw Ratio=0.4020, DP Wirelength=around 89 mm, violated checks=max-capacitance violations, max-slew violations, Post-CTS Setup Bufs=0, Seq cells post-synth=approximately 580, Slew headroom=-0.01576, TNS Setup=0 ns, biggest area cells=dlxtn_1, mux2i_1, a21oi_1, CORE AREA=~50000 um^2, TritonCTS Buffers=5, layout cells sized above 1=0.09552, Worst Tran Pin Value=between 1.5 and 2 ns, max capacitance violation total=1, # fillers=4634, final setup vio count=0, DIE WIDTH=approximately 230 um, detailed-route via count=26870, final hold vios=0, Tcrit/Tclk final=0.7983, dpl cell area=between 20000 and 30000 um^2, critical path type=flip-flop to flip-flop, Clk network pwr share=0.253, hold buffers post-CTS=0, Die ar.=52130 um^2, Final Instance Area=roughly 27000 um^2, endpoints left unconstrained=559, largest net degree at the start of global routing=about 61, starting DRC count in detailed routing=about 3100, Seq pwr share=0.307
==> kinds of logic after synthesis <==
family,count (synthesis),synth area share
compound gates,988,0.2607
simple gates,946,0.1931
latches,545,0.3194
mux,280,0.1156
buf+inv,277,0.04671
fa+ha+maj,53,0.02648
flops,35,0.03088
xor+xnor,20,0.006840
other cells,1,0.0001464
==> power by group through the flow <==
stage | Clock, uW | Combinational [uW] | Sequential (uW)
finish | 499 | 869 | 607
global route | 519 | 926 | 616
CTS | 499 | 831 | 603
==> worst max-delay path, stage by stage (launching register included) <==
cell	delay, ns
dfxtp_1	0.66
nor2_1	0.16
nand2_1	0.23
nor2_1	0.06
buf_4	0.16
o21ai_0	0.60
a22oi_1	0.20
o221ai_1	0.20
a31o_2	0.13
==> final cells by class <==
| class | count | area (um^2) | area share |
|---|---|---|---|
| antenna | 3 | 7.507 | 0.0002819 |
| clock buffer | 6 | 138.9 | 0.005216 |
| clock inverter | 2 | 11.26 | 0.0004229 |
| inverter | 55 | 206.4 | 0.007753 |
| multi-input combinational | 2288 | 15490 | 0.5816 |
| sequential | 580 | 8980 | 0.3372 |
| tap | 672 | 840.8 | 0.03158 |
| timing repair buffer | 126 | 955.9 | 0.03590 |
==> state kept, by name (all words and copies together), names as in the netlist <==
name and count:
C.id.address 5, C.id.data_in 6, C.id.read_enable 1, C.id.ia 1
C.id.opcode 3, E.memory 248, C.id.st 1, E.out 8
C.id.re 1, ram 256, C.id.pcout 1, C.id.ldi 1
E.a.res 8, C.id.pcaddr 5, E.a.flag 4, C.id.write_enable 1
C.pcc.pc 5, in 8, E.bus 8, E.addressbus 5
C.id.state 4
==> worst paths after layout <==
kind	start	slack (ns)	end
worst max-delay path	C.id.state[1]$_DFF_P_	0.63	C.id.address[1]$_DFF_P_
worst min-delay path	C.id.pcaddr[4]$_DFF_P_	0.49	C.id.pcaddr[4]$_DFF_P_
worst max register to register	C.id.state[1]$_DFF_P_	0.63	C.id.address[1]$_DFF_P_
worst min register to register	C.id.pcaddr[4]$_DFF_P_	0.49	C.id.pcaddr[4]$_DFF_P_
==> metrics by stage <==
| stage | power (uW) | instances | setup WS [ns] | utilization |
|---|---|---|---|---|
| after floorplan | 1167 | 3145 | 0.8287 | - |
| after global placement | 1425 | 3721 | 0.6477 | 0.5255 |
| after detailed placement | 1437 | 3721 | 0.7152 | 0.5255 |
| after CTS | 1933 | 3729 | 0.6969 | 0.5284 |
| after global routing | 2062 | 3729 | 0.5133 | 0.5284 |
| final | 1974 | 3732 | 0.6253 | 0.5286 |
==> metal layers <==
layer,global-route usage,vias to the layer above,part of all wire
met2,0.6659,2061,0.41
met4,0.3186,2,0.089
met1,0.6219,12650,0.37
met3,0.1881,584,0.14
li1,-,11570,-
met5,0.006434,-,0.000098
==> cells in the final DEF, fill, tap and decap left out, types with 35 or more instances in the layout <==
cell / Yosys / layout
nand2_1: 186 / 186
a221oi_1: 47 / 47
nand3_1: 82 / 82
ha_1: 51 / 51
inv_1: 52 / 52
mux2_2: 57 / 57
buf_4: 15 / 122
nand4_1: 35 / 35
o21ai_0: 133 / 133
nor2_1: 289 / 289
dlxtn_1: 529 / 529
a211oi_1: 46 / 46
a22oi_1: 70 / 70
a22o_1: 43 / 43
o211ai_1: 40 / 40
a21oi_1: 291 / 291
mux2i_1: 216 / 212
nor3_1: 102 / 102
o22ai_1: 52 / 52
Power and IR drop assume default switching activity.
